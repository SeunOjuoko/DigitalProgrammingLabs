==> flow/config.mk <==
export PLATFORM = sky130hd
export DESIGN_NAME = Lab4
export DESIGN_NICKNAME = Lab4
export VERILOG_FILES = /design/flow/design.v
export SDC_FILE = /design/flow/constraint.sdc
export NUM_CORES = 4
export LEC_CHECK = 1
export CORE_UTILIZATION = 30
==> flow/constraint.sdc <==
current_design Lab4

set clk_period 8.2
set clk_io_pct 0.2

create_clock -name clk0 -period $clk_period [get_ports {clk}]

set non_clock_inputs [all_inputs -no_clocks]
set_input_delay [expr $clk_period * $clk_io_pct] -clock clk0 $non_clock_inputs
set_output_delay [expr $clk_period * $clk_io_pct] -clock clk0 [all_outputs]
==> flow/design.v <==
module Lab4(clk,temp,select,disp_drive,temp0,temp1,temp2,temp3,avg);
	input clk;
	input [9:0] temp;
	input [3:0] select;
	output [20:0] disp_drive;
	output [9:0] avg,temp0,temp1,temp2,temp3;
	reg [9:0] temp0,temp1,temp2,temp3; 
	reg [11:0] sum1;
	reg [9:0] avg;
	wire[9:0] avg1;
	assign avg1=avg;
	bcd_decode_display b1(clk,avg,disp_drive);
	always @(posedge clk)
		begin
			case (select)
				4'b1110 : temp0 = temp;  
				4'b1101 : temp1 = temp;
				4'b1011 : temp2 = temp;
				4'b0111 : temp3 = temp;
				default :;
				endcase
			sum1=temp0+temp1+temp2+temp3;
			avg=sum1/4;
	end
endmodule
module bcd_decode_display(clk,number,disp_drive);
	input clk;
	input [9:0] number;
	output [20:0] disp_drive; 
	reg [3:0] numb_bcd0,numb_bcd1,numb_bcd2;
	wire [3:0] n1,n2,n3;
	assign n1 = numb_bcd0;
	assign n2 = numb_bcd1;
	assign n3 = numb_bcd2;
	display_drv units(clk,n1,disp_drive[6:0]);  
	display_drv tenths(clk,n2,disp_drive[13:7]);
	display_drv hundredths(clk,n2,disp_drive[20:14]);
	always @(posedge clk)
		begin
		numb_bcd2 = number/100;
		numb_bcd1 = (number%100)/10;
		numb_bcd0 = (number%100)%10;
	end
endmodule
module display_drv(clk,number,display);
	input clk;
	input [3:0] number;
	output [6:0] display;
	reg [6:0] d;
	assign display = d;  
	always @(posedge clk )
		begin
		if (number < 10)
			begin
				case (number)
				4'd0 : d <= 7'b1000000;  
				4'd1 : d <= 7'b1111001;
				4'd2 : d <= 7'b0100100;
				4'd3 : d <= 7'b0110000;
				4'd4 : d <= 7'b0011001;
				4'd5 : d <= 7'b0010010;
				4'd6 : d <= 7'b0000010;
				4'd7 : d <= 7'b1111000;
				4'd8 : d <= 7'b0000000;
				4'd9 : d <= 7'b0011000;
				default : d <= 7'b1111111;  
				endcase
			end
		else d <= 7'b0001110;  
	end
endmodule
==> flow/run.sh <==
#!/bin/bash
# OpenROAD 26Q1-2900-gdf79404cd8, Yosys 0.63+post, stock flow scripts
make -C /OpenROAD-flow-scripts/flow DESIGN_CONFIG=/design/flow/config.mk WORK_HOME=/design/flow/orfs finish
==> flow_summary_export.csv <==
group,metric,value,unit
logic_synthesis,syn-cell-area,5610,um^2
detailed_routing,top_layer_used,"met4",
clocking,htreeDepth,3,
final_timing,hold_viol_final,0,
final_timing,drv_slew,0,
floorplanning,rows,49,
placement,dp_hpwl,10.3,mm
final_timing,worst_hold_slack,0.471,ns
clocking,clockBufferDepth,2,
placement,io_buffers,85,
min_path,hold_class,"flop to flop",
global_routing,overflow,0,
detailed_routing,wl,13.1,mm
logic_synthesis,synthArstFlopShare,0,
floorplanning,die_w,139,um
finish,finalCoreUtilization,0.383,
detailed_routing,wl_per_cell,14.2,um
placement,place_congestion,0.909,
global_routing,grt_max_degree,17,
logic_synthesis,synthCells,621,
logic_synthesis,edf_count,0,
logic_synthesis,ys_warn_count,3,
global_routing,groute.usage.overall,0.140,
detailed_routing,routed_via_density,5.31,
critical_path,rr_startpoint,"avg[5]",
flow_run,max_cap_violations,0,
final_timing,maxSlewHeadroom,0.515,
critical_path,reg2reg_depth,25,
final_timing,tns,0,ns
logic_synthesis,yosys-stat-area,5610,um^2
critical_path,required,8.41,ns
run_status,outcome,"finished clean",
clocking,postCtsResizedCells,0,
clocking,cts_tree,"yes",
placement,placed_area,6610,um^2
floorplanning,ioPinCount,86,
floorplanning,fp_util,0.309,
critical_path,rrSetupSlack,0.73,ns
detailed_routing,first_pass_iters,26,
finish,final_cell_area,6940,um^2
global_routing,grt_pass1_wl,22.3,mm
global_routing,grt_pass1_vias,4633,
clocking,hold_buffers,0,
floorplanning,dieHeight,139,um
flow_run,warnings,33,
clocking,cts_made_buffers,9,
logic_synthesis,ys.flop_type,"dfxtp_1",
finish,drive_above_1_share,0.130,
critical_path,critPathCaptureType,"flop",
clocking,clk_pin_slew,0.06,ns
detailed_routing,final_antenna_net_count,0,
min_path,whs_endpoint,"b1.numb_bcd0[0]",
final_timing,setup_violations,0,
critical_path,start_kind,"flop",
clocking,cts-root-buf,"clkbuf_16",
critical_path,r2r_end,"b1.numb_bcd0[2]",
detailed_routing,diodes,0,
logic_synthesis,ys_cells,621,
detailed_routing,drc,0,
detailed_routing,met2WireLength,6.00,mm
min_path,hold_path_depth,0,
logic_synthesis,avgSynthCellArea,9.03,um^2
detailed_routing,first_iter_violations,367,
critical_path,worstSetupPathType,"flop to flop",
floorplanning,core_area,18100,um^2
final_timing,finalClockSkew,0.00774,ns
final_timing,period_minus_slack,7.47,ns
final_timing,fin_crit_sh,0.911,
detailed_routing,met3_length,570,um
detailed_routing,wl_met1,6.43,mm
finish,area_growth,23.8,%
clocking,cts.sinks,72,
detailed_routing,via_count,4899,
clocking,insertion_delay,0.33,ns
critical_path,cp.arrival,7.69,ns
logic_synthesis,ys_seq_frac,0.257,
logic_synthesis,yosysUniqueCellTypes,99,
clocking,post_cts_buffers,0,
floorplanning,chipArea,19200,um^2
logic_synthesis,ys.flops,72,
final_timing,max_freq,134,MHz
final_timing,rsz0062_at_grt,"no",
min_path,worst_hold_startpoint,"avg[0]",
final_timing,worst_pin_slew,0.723,ns
critical_path,critical_path.max_fanout,13,
global_routing,antenna_found_initial,0,
==> through the flow <==
step	cells	setup slack [ns]
after floorplan	621	1.51
after global placement	908	0.764
after detailed placement	908	0.533
after CTS	923	0.500
after global routing	923	0.122
final	923	0.727
==> cell usage after synthesis, types with 5 or more instances <==
| library cell | count | area [um^2] |
|---|---|---|
| nor2b_1 | 7 | 43.8 |
| o31ai_1 | 7 | 52.6 |
| nand2_1 | 42 | 158 |
| o21a_1 | 10 | 75.1 |
| nor3_1 | 15 | 75.1 |
| mux2i_1 | 16 | 160 |
| ha_1 | 21 | 263 |
| mux2_2 | 34 | 383 |
| o21ai_0 | 21 | 105 |
| nor2_1 | 53 | 199 |
| clkbuf_1 | 16 | 60.1 |
| dfxtp_1 | 72 | 1440 |
| fa_1 | 20 | 400 |
| or3_1 | 6 | 37.5 |
| xnor2_1 | 17 | 149 |
| a211oi_1 | 10 | 75.1 |
| o211ai_1 | 5 | 37.5 |
| buf_4 | 8 | 60.1 |
| inv_1 | 29 | 109 |
| nand2b_1 | 6 | 37.5 |
| a21o_1 | 8 | 60.1 |
| xor2_1 | 8 | 70.1 |
| nand3_1 | 12 | 60.1 |
| a31oi_1 | 13 | 81.3 |
| and2_1 | 5 | 31.3 |
| a21oi_1 | 36 | 180 |
==> layout make-up <==
| cell class | instances | area [um^2] |
|---|---|---|
| fill | 1840 | 11200 |
| multi-input combinational | 490 | 3930 |
| sequential | 72 | 1440 |
| timing repair buffer | 87 | 866 |
| tap | 229 | 287 |
| clock buffer | 11 | 253 |
| inverter | 30 | 113 |
| clock inverter | 4 | 53.8 |
==> logic make-up (layout without fill, tap and decap cells) <==
logic type / Yosys count / after routing / synth area share
AND-OR/OR-AND: 189 / 189 / 0.265
AND/OR/NAND/NOR: 182 / 182 / 0.170
flip-flops: 72 / 72 / 0.257
buffers and inverters: 59 / 132 / 0.0471
multiplexers: 50 / 50 / 0.0968
adder cells (fa/ha/maj): 43 / 43 / 0.122
XOR/XNOR: 26 / 26 / 0.0419
==> placed cells by master (no fill, tap or decap), types with 4 or more instances in the layout <==
cell type        synthesis  routed
a21oi_1                 36      36
nor3_1                  15      15
o21ai_0                 21      21
ha_1                    21      21
xnor2_1                 17      17
nand2_1                 42      42
and2_1                   5       5
inv_1                   29      29
mux2_2                  34      34
a21o_1                   8       8
o31ai_1                  7       7
a22oi_1                  4       4
nor2_1                  53      53
o21a_1                  10      10
nand3_1                 12      12
mux2i_1                 16      16
and3_1                   4       4
a31oi_1                 13      13
nand3b_1                 4       4
clkdlybuf4s50_1          0      85
or3_1                    6       6
clkbuf_16                0       9
nor2b_1                  7       7
a211oi_1                10      10
a22o_1                   4       4
fa_1                    20      20
a211o_1                  4       4
nand2b_1                 6       6
nand4b_1                 4       4
o21ai_1                  4       4
dfxtp_1                 72      71
o211ai_1                 5       5
xor2_1                   8       8
==> worst max-delay path: stages, from the launching register on <==
cell and delay, ns:
dfxtp_1 0.61, ha_1 0.47, nor3_4 0.11, nor2b_1 0.14, ha_1 0.26, nand3b_1 0.18
o21ai_0 0.31, a21oi_1 0.25, or4_1 0.58, nor2_1 0.13, o311ai_1 0.13, and3_1 0.40
a2111oi_4 0.48, or3_4 0.24, nand3_1 0.14, a2111oi_2 0.59, nor3_1 0.18, a211oi_1 0.28
a211o_2 0.17, o2bb2ai_4 0.09, a32o_1 0.30, a221oi_4 0.51, o21a_1 0.24, nand2_1 0.11
xnor2_1 0.17, mux2_2 0.29
==> how the worst max path moves through the flow <==
stage,from,to,cells after the start
finish,avg[5],b1.numb_bcd0[2],25
global route,avg[5],b1.numb_bcd0[2],25
CTS,avg[6],b1.numb_bcd0[2],26
==> metal layers <==
metal,track usage,vias up
met3,0.0236,17
met4,0.0152,0
met2,0.222,115
met5,0,-
li1,-,2450
met1,0.210,2317
==> state kept, by name, summed over array words and instances, names as in the netlist <==
name	count
b1.units.d	7
temp3	10
temp2	10
b1.numb_bcd0	4
temp0	10
b1.numb_bcd1	4
b1.tenths.d	7
avg	10
temp1	10
