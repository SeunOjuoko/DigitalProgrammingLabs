--- run.sh ---
#!/bin/bash
# OpenROAD 26Q1-2900-gdf79404cd8, Yosys 0.63+post, stock flow scripts
make -C /OpenROAD-flow-scripts/flow DESIGN_CONFIG=/design/flow/config.mk WORK_HOME=/design/flow/orfs finish
--- config.mk ---
export PLATFORM = sky130hd
export DESIGN_NAME = Lab5
export DESIGN_NICKNAME = Lab5
export VERILOG_FILES = /design/flow/design.v
export SDC_FILE = /design/flow/constraint.sdc
export NUM_CORES = 4
export LEC_CHECK = 1
export CORE_UTILIZATION = 50
--- constraint.sdc ---
current_design Lab5

set clk_period 4.6
set clk_io_pct 0.2

create_clock -name clk0 -period $clk_period [get_ports {clock}]

set non_clock_inputs [all_inputs -no_clocks]
set_input_delay [expr $clk_period * $clk_io_pct] -clock clk0 $non_clock_inputs
set_output_delay [expr $clk_period * $clk_io_pct] -clock clk0 [all_outputs]
--- design.v ---
module Lab5(clock, wA, rA, rW, BS, WrA, WrB, ALUop, out, A_out, B_out, Multiplexer_out, Register_out);
	input clock;
	input [2:0] wA;  
	input [2:0] rA;  
	input [2:0] BS;  
	input [2:0] ALUop;  
	input rW;  
	input WrA;  
	input	WrB;  
	output [7:0] out;  
	output [7:0] A_out;  
	output [7:0] B_out;  
	output [7:0] Multiplexer_out;  
	output [7:0] Register_out;  
	wire [7:0] ALU_Out; 
	wire [7:0] Areg;
	wire [7:0] Breg;
	wire [7:0] Mult_Out; 
	wire [7:0] Reg_Out; 
	assign out = ALU_Out;
	assign A_out = Areg;
	assign B_out = Breg;
	assign Multiplexer_out = Mult_Out;
	assign Register_out = Reg_Out;
	Alu Alu1(clock, Mult_Out, WrA, WrB, ALUop, Areg, Breg, ALU_Out);
	Reg Reg1(clock, rA, wA, rW, Mult_Out, Reg_Out);	
	Mux Mux1(clock, Reg_Out, ALU_Out, Mult_Out, BS);
endmodule
module Alu(clock, BusIn, wrA, wrB, F, Abuf,Bbuf,AluOut);
input clock, wrA, wrB;
input [7:0] BusIn;
input [2:0] F;   
output[7:0] AluOut, Abuf, Bbuf;
reg[7:0] A, B,AO;
assign AluOut = AO;
assign Abuf = A;
assign Bbuf = B;
always @ ( posedge clock)
begin
  case (F)
         0:   begin
              if (wrA ==0) A <= BusIn;
              else if (wrB == 0) B <= BusIn;
              AO <= 8'h0;
              end 
         1:   AO = A + B;
         2:   AO = A - B;
         3 :  AO = A + 8'h1;
         4 :  AO = A - 8'h1;
         5:   AO = A & B;
         6 :  AO = A * B;
        default : AO = 8'h0;
 endcase
end 
endmodule
module Reg(clock, RA, WA, RNW, DataIn, DataOut);
input clock, RNW;    
input [2:0] RA, WA;     
input [7:0] DataIn;
output[7:0] DataOut;
reg [7:0] R[0:7];     
reg [7:0] DataOut;
always @( posedge clock)
   begin          
     if (RNW)
       DataOut <= R[RA];
          else
           R[WA] <= DataIn;
   end
endmodule
module Mux(clock, RegIn, AluIn, muxOut, sel);
  input clock;
  input [ 7:0] RegIn, AluIn;
  output [7:0] muxOut;
  input [2:0]  sel;     
  reg [7:0] muxOut;
  always @ ( posedge clock)
      begin
       case (sel)
               0:  muxOut = 8'd0;
               1:  muxOut = 8'd1;
               2:  muxOut = 8'd2;
               3:  muxOut = 8'd4;
               4:  muxOut = RegIn;
               5:  muxOut = AluIn;
             default : muxOut = 7'd0;
     endcase
      end
endmodule
==> results.toml <==
# physical design summary
[final_timing]
worstMarginPinSlew_ns = 0.885
slew_viol_final = 0
max_freq_mhz = 239
period_used_share = 0.910
rsz0062_at_grt = "false"
slew_headroom = 0.405
min_period_ns = 4.19
fin_worst_skew_ns = 0.00900
hold_violations = 0
setup_viol_count_final = 0
setup_tns_ns = 0

[global_routing]
grt_pass1_vias = 3413
antenna_found_initial = 0
grt_pass1_wl_um = 18600
grt-ovfl-total = 0
grt.busiest_layer = "met2"
grt_use_met1 = 0.364
met2_usage = 0.412
grt_start_max_net_pins = 19
track_usage = 0.246
grt.met3_usage = 0.0580

[power]
swShare = 0.238
p_int_w = 0.00145
ir_drop_v = 0.000246
comb_power_share = 0.123
pwr-share-seq = 0.577
power_density_nw_per_um2 = 301
power.switching_w = 0.000452
p_clk_frac = 0.300
p_leak_nw = 2.34

[route]
first_pass_iters = 4
drc_errors = 0
diodes = 0
initialDrtViolationCount = 130
viasPerCell = 5.39
antenna_left = 0
wire_per_inst_um = 19.0
wirelength_um = 11600
vias = 3294

[synthesis]
yosysCellCount = 408
yosysUniqueCellTypes = 49
synth-seq-cells = 104
syn_area_um2 = 5360
yosysTopAreaCellShare = 0.493
synthArstFlopShare = 0
yosys-stat-area_um2 = 5360
yosysSeqAreaShare = 0.553
synth-warning-count = 3
flop_cell = "edfxtp_1"
edf_count = 88
yosysTopAreaCell = "edfxtp_1"
synth_cells = 408
topCellsByArea = "edfxtp_1 49%, mux4_2 6.7%, dfxtp_1 6.0%"
avgSynthCellArea_um2 = 13.1

[finish]
drive_gt1_frac = 0.122
comb_area_um2 = 2200
syn_to_final_growth_pct = 17.8
seq_area_um2 = 2960
n_fill_cell = 818
stdcell_count = 611

[critical_path]
crit_top_cell = "fa_1"
cp-end-kind = "flop"
path_cells = "nand2_1, fa_1, fa_1, inv_1, fa_1, inv_1, fa_1, inv_1, ha_1, a21oi_1, xnor2_1, xnor2_1, a32oi_1, o22ai_1"
crit_fanout = 11
cp_slowest_cell = "edfxtp_1"
cp.arrival_ns = 4.43
required_ns = 4.85
crit_type = "flop to flop"
critPathLaunchType = "flop"
max_stage_delay_ns = 0.70

[clocking]
clkLatencyLatePin_ns = 0.37
post_cts_resized = 0
cts_setup_buffers = 0
clk_pin_slew_ns = 0.10
numCtsBuffers = 9
clock_path_buffers = 2
tritoncts = "yes"
cts_root_buf = "clkbuf_8"
h-tree-depth = 3
cts_hold_repair.buffers = 0
cts.sinks = 104

[die]
die_w_um = 106
die_area_um2 = 11100
fp_util = 0.517
ios = 56
num_rows = 37
dieHeight_um = 106
core-area_um2 = 10400

[place]
post-place-cells = 595
dp_hpwl_um = 8440
routabilityCongestion = 0.904
port-buffer-count = 55

[run]
warnings = 25
maxCapViolations = 0

[run_status]
run_status = "finished, final reports clean"

[worst_hold_path]
hold_path.class = "flop to flop"
-- cell usage in the layout, fill, tap and decap left out, types with 5 or more instances in the layout --
| cell | instances |
|---|---|
| a21oi_1 | 8 |
| and2_1 | 13 |
| buf_4 | 13 |
| clkbuf_8 | 9 |
| clkdlybuf4s50_1 | 55 |
| dfxtp_1 | 16 |
| edfxtp_1 | 88 |
| fa_1 | 13 |
| ha_1 | 24 |
| inv_1 | 33 |
| mux2_2 | 8 |
| mux2i_1 | 6 |
| mux4_2 | 16 |
| nand2_1 | 33 |
| nand2b_1 | 7 |
| nor2_1 | 25 |
| nor2b_1 | 7 |
| nor3_1 | 8 |
| o21a_1 | 5 |
| o21ai_0 | 14 |
| o22ai_1 | 7 |
| xnor2_1 | 18 |
| xor2_1 | 7 |
-- flip-flops by register name, indices dropped and copies added, names as in the netlist --
name / count
Reg1.R: 64
Alu1.AO: 8
Alu1.A: 8
Alu1.B: 8
Mux1.muxOut: 8
Reg1.DataOut: 8
-- area by class of cell --
cell class / instances / area share
flip-flops and latches: 104 / 0.470
multi-input cells: 253 / 0.348
repair buffers: 68 / 0.103
well taps: 136 / 0.0270
inverters: 34 / 0.0202
clock buffers: 9 / 0.0196
clock inverters: 7 / 0.0125
-- final timing paths --
path / endpoint / startpoint / depth (start not counted) / slack [ns]
worst max-delay path: Alu1.AO[7] / Alu1.B[4] / 14 / 0.41
worst min-delay path: Mux1.muxOut[0] / Alu1.AO[0] / 2 / 0.50
worst max register to register: Alu1.AO[7] / Alu1.B[4] / 14 / 0.41
worst min register to register: Mux1.muxOut[0] / Alu1.AO[0] / 2 / 0.50
-- power groups by stage --
stage	Combinational (W)	Clock, W	Sequential, W
CTS	0.000238	0.000586	0.00110
finish	0.000234	0.000570	0.00110
global route	0.000262	0.000620	0.00110
-- metrics by stage --
stage / hold WS [ns] / utilization / total power, W / setup WS (ns) / area [um^2]
6_report: 0.497 / 0.608 / 0.00190 / 0.414 / 6310
4_1_cts: 0.503 / 0.608 / 0.00192 / 0.437 / 6310
5_1_grt: 0.531 / 0.608 / 0.00198 / 0.151 / 6310
3_3_place_gp: 0.490 / 0.589 / 0.00135 / 0.468 / 6100
3_5_place_dp: 0.473 / 0.589 / 0.00135 / 0.465 / 6100
2_1_floorplan: 0.429 / - / 0.00124 / 0.833 / 5360
-- logic make-up (layout without fill, tap and decap cells) --
logic type	count (synthesis)	in the layout	synth area share
AND/OR/NAND/NOR	103	103	0.0951
XOR/XNOR	26	26	0.0439
adder cells (fa/ha/maj)	37	37	0.105
multiplexers	30	30	0.0953
flip-flops	104	104	0.553
buffers and inverters	51	118	0.0381
AND-OR/OR-AND	57	57	0.0698
-- routing by layer --
| layer | wire (um) | vias to the layer above |
|---|---|---|
| li1 | - | 1593 |
| met1 | 4650 | 1579 |
| met2 | 6100 | 101 |
| met3 | 612 | 21 |
| met4 | 272 | 0 |
| met5 | 0 | - |
-- Yosys cell counts, drive strengths merged, types with 5 or more instances --
library cell and instances:
a21oi 8, and2 13, buf 9, clkbuf 8
dfxtp 16, edfxtp 88, fa 13, ha 24
inv 34, mux2 8, mux2i 6, mux4 16
nand2 33, nand2b 7, nor2 25, nor2b 7
nor3 8, o21a 5, o21ai 16, o22ai 7
xnor2 19, xor2 7
-- worst max-delay path, delay by kind of cell (launching register included) --
family	cells	cell delay [ns]
compound gates	3	0.46
buf+inv	3	0.15
simple gates	1	0.15
flops	1	0.70
xor+xnor	2	0.24
fa+ha+maj	5	2.36
Power is estimated from default activity; no workload was simulated.
